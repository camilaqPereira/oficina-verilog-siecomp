`./config.mk`:
```
export PLATFORM = sky130hd
export DESIGN_NAME = alu
export DESIGN_NICKNAME = alu
export VERILOG_FILES = /design/flow/design.v
export SDC_FILE = /design/flow/constraint.sdc
export NUM_CORES = 4
export LEC_CHECK = 1
export CORE_AREA = 10 10 70 70
export DIE_AREA = 0 0 80 80
```
`./constraint.sdc`:
```
current_design alu

set clk_period 5.5
set clk_io_pct 0.2

create_clock -name clk0 -period $clk_period

set non_clock_inputs [all_inputs -no_clocks]
set_input_delay [expr $clk_period * $clk_io_pct] -clock clk0 $non_clock_inputs
set_output_delay [expr $clk_period * $clk_io_pct] -clock clk0 [all_outputs]
```
`./design.v`:
```
module alu(control_signal, op1, op2, result);
	input control_signal;
	input [7:0] op1, op2;
	output reg [7:0] result;
	always @ (*) begin
		if(control_signal == 1'b0) begin
			result = op1 + op2;				
		end
		else begin
			result = op1 - op2;
		end		
	end
endmodule
```
`./run.sh`:
```
#!/bin/bash
# OpenROAD 26Q1-2900-gdf79404cd8, Yosys 0.63+post, stock flow scripts
make -C /OpenROAD-flow-scripts/flow DESIGN_CONFIG=/design/flow/config.mk WORK_HOME=/design/flow/orfs finish
```
==> flow_metrics.py <==
# Flow results
metrics = {
    "worst_setup_path": {
        "critical_path_class": "primary input to output port",
        "setup.worst_path.end_class": "output port",
        "cp.required_ps": 4400,
        "startpoint_type": "primary input",
        "arrival_time_reported_for_the_critical_path_endpoint_ps": 3700,
        "critical_path_peak_fanout": 6,
    },
    "layout": {
        "register_area_um2": 0,
        "layout-area-overhead-vs-synth_pct": 65.1,
        "filler_cell_count": 407,
        "drive_above_1_share": 0.0588,
        "mi_logic_area_um2": 429,
        "lay_top_count": "clkdlybuf4s50_1",
        "most-common-layout-cells": "clkdlybuf4s50_1, xnor2_1, inv_1",
        "num-clock-buffers": 0,
        "nFlopsAndLatches": 0,
    },
    "detailed_routing": {
        "drt_first_iter_violations": 14,
        "ant_nets": 0,
        "diodes": 0,
        "post-route-drc-count": 0,
        "route.detailed.wl_per_inst_um": 10.2,
        "vias_per_cell": 3.65,
        "vias": 478,
        "drt_first_pass_iters": 2,
        "route.final.wire_length_mm": 1.33,
    },
    "synthesis": {
        "yosysSeqAreaShare": 0,
        "synth_area_um2": 467,
        "yosys_warnings": 1,
        "yosys.stat.chipArea_um2": 467,
        "netlist.top_cell.by_area": "ha_1",
        "avgSynthCellArea_um2": 7.65,
        "netlist-cell-type-count": 23,
        "ys_cells": 61,
        "synth.area.top_cells": "ha_1, xnor2_1, inv_1",
        "synthCells": 61,
        "synth.top_cell.area_share": 0.214,
    },
    "floorplanning": {
        "floorplan.rows": 21,
        "die.size.y_um": 80,
        "dieWidth_um": 80,
        "top_level_ports": 25,
        "die_area_um2": 6400,
        "starting_density_of_the_core": 0.137,
        "design.core.area_um2": 3420,
    },
    "place": {
        "port-buffer-count": 25,
        "dp.final_hpwl_mm": 1.22,
        "gpl.final_weighted_congestion": 0.747,
    },
    "power": {
        "p_switching_mw": 0.0386,
        "intPower_mw": 0.0689,
        "power.density_nw_per_um2": 139,
        "highest_ir_drop_seen_on_vdd_mv": 0.0417,
        "report.power.total_mw": 0.107,
        "power.static_leakage_nw": 0.311,
        "power.share.combinational": 1.000,
        "clockPowerShare": 0,
        "sw_frac_of_total": 0.359,
        "share_seq_of_total_power": 0,
    },
    "run": {
        "max-cap-violations": 0,
        "tool_warnings": 32,
    },
    "clock_network": {
        "postCtsSetupBuffers": 0,
        "post_cts_repair_resize_count": 0,
        "cts.hold.buffers_added": 0,
    },
    "global_route": {
        "initial_antenna_violation_count": 0,
        "grt_max_degree": 8,
        "track_usage": 0.0414,
        "grt_overflow_total": 0,
        "vias_in_the_first_global_route": 497,
        "global_route_wire_length_before_repair_mm": 2.20,
    },
    "final_timing": {
        "rel_slew_slack": 0.793,
        "setup_total_negative_slack_ps": 0,
        "maxClockFrequency_mhz": 208,
        "layout_worst_path_cycle_share": 0.873,
        "finalCriticalPeriod_ps": 4800,
        "tightestPinTransition_ps": 310,
        "report.final.slew_viol_count": 0,
        "report.final.hold_viol_count": 0,
        "grt_setup_unrepaired": "false",
        "holdWs_ps": 3190,
        "finalSetupViolations": 0,
    },
    "status": {
        "outcome": "complete, no violations",
    },
    "min_path": {
        "min_path_type": "primary input to output port",
    },
}
==> metal layers <==
layer  track usage  routed length, um
met5             0                  0
met4             0                  0
met3        0.0148                112
met2        0.0610                560
met1        0.0596                660
==> cells in the mapped netlist <==
cell type,count
nand2b_1,1
xor2_1,2
a31oi_1,4
nor2_1,5
nor2b_1,3
a21oi_1,3
clkbuf_1,1
nand3b_1,2
mux2i_1,1
a221oi_1,1
nor3_1,1
o21a_1,1
a21oi_2,1
or2_2,1
o311ai_2,1
xnor2_1,10
fa_1,1
inv_1,9
nor3_2,2
and3_1,1
a21o_1,1
ha_1,8
o2111ai_1,1
==> cell families (layout without fill, tap and decap cells) <==
group	count (synthesis)	after routing	share of synthesized area
AND/OR/NAND/NOR	16	16	0.206
AND-OR/OR-AND	13	13	0.209
XOR/XNOR	12	12	0.225
buffers and inverters	10	34	0.0804
adder cells (fa/ha/maj)	9	9	0.257
multiplexers	1	1	0.0214
==> through the flow <==
step                area (um2)  setup WS [ps]  std cells  utilization
floorplan                  467           1890         61            -
finish                     771            696        131        0.226
global route               771            432        131        0.226
detailed placement         771            672        131        0.226
global placement           771            697        131        0.226
CTS                        771            671        131        0.226
==> worst max-delay path, cell delays in order <==
cell and delay [ps]:
clkdlybuf4s50_1 520, inv_1 60, ha_1 220, a31oi_1 200, xnor2_1 160, ha_1 320, and3_1 170, a21oi_1 160
a31oi_1 140, xnor2_1 170, clkdlybuf4s50_1 500
==> worst paths after layout <==
path | startpoint | to | slack, ps | cells past startpoint
setup / recovery | op2[0] | result[7] | 700 | 11
hold / removal | op1[0] | result[0] | 3190 | 5
==> power by group through the flow <==
stage	clock network, mW	logic [mW]	registers (mW)
6_report	0	0.107	0
4_1_cts	0	0.111	0
5_1_grt	0	0.122	0
==> final cells by class <==
cell class,instances,area share
timing repair buffer,25,0.325
tap,46,0.0747
inverter,9,0.0438
multi-input combinational,51,0.557
No activity file was given, so power comes from the tool's default toggle rates.
