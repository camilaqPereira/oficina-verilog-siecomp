File: flow/design.v
module somador1Bit(S, Cout, A, B, Cin);  
	input A, B, Cin;
	output S, Cout;
	wire T1, T2, T3;  
	xor Xor0(T1, A, B);
	and And0(T2, A, B);
	and And1(T3, T1, Cin);
	or Or0(Cout, T2, T3);
	xor Xor1 (S, T1, Cin);
endmodule
module somador5Bits (num1, num2, s, cout);
	input wire [4:0] num1, num2;
	output wire [4:0] s;
	output wire cout;
	wire co0,co1,co2,co3;
	wire cin0, not0;
	not(not0, num1[0]);
	and(cin0, num1[0], not0);  
	somador1Bit soma0 (
		.S(s[0]),
		.Cout(co0),
		.A(num1[0]),
		.B(num2[0]),
		.Cin(cin0)
	);
	somador1Bit soma1 (
		.S(s[1]),
		.Cout(co1),
		.A(num1[1]),
		.B(num2[1]),
		.Cin(co0)
	);
	somador1Bit soma2 (
		.S(s[2]),
		.Cout(co2),
		.A(num1[2]),
		.B(num2[2]),
		.Cin(co1)
	);
	somador1Bit soma3 (
		.S(s[3]),
		.Cout(co3),
		.A(num1[3]),
		.B(num2[3]),
		.Cin(co2)
	);
	somador1Bit soma4 (
		.S(s[4]),
		.Cout(cout),
		.A(num1[4]),
		.B(num2[4]),
		.Cin(co3)
	);
endmodule
File: flow/run.sh
#!/bin/bash
# OpenROAD 26Q1-2900-gdf79404cd8, Yosys 0.63+post, stock flow scripts
make -C /OpenROAD-flow-scripts/flow DESIGN_CONFIG=/design/flow/config.mk WORK_HOME=/design/flow/orfs finish
File: flow/config.mk
export PLATFORM = sky130hd
export DESIGN_NAME = somador5Bits
export DESIGN_NICKNAME = somador5Bits
export VERILOG_FILES = /design/flow/design.v
export SDC_FILE = /design/flow/constraint.sdc
export NUM_CORES = 4
export LEC_CHECK = 1
export CORE_AREA = 10 10 70 70
export DIE_AREA = 0 0 80 80
File: flow/constraint.sdc
current_design somador5Bits

set clk_period 2.7
set clk_io_pct 0.2

create_clock -name clk0 -period $clk_period

set non_clock_inputs [all_inputs -no_clocks]
set_input_delay [expr $clk_period * $clk_io_pct] -clock clk0 $non_clock_inputs
set_output_delay [expr $clk_period * $clk_io_pct] -clock clk0 [all_outputs]
==> results.txt <==
Quick summary of the implementation run below.

The routed via count came out at 127. The number of max-capacitance violations reported is 0. The area of placed instances is 334 µm². The logs give a warning total of 35. The post-route antenna net violation count came out at 0.

The count of different cell masters after synthesis is 4. The worst hold path class is in2out. Between the synthesized netlist and the finished layout, the area growth was recorded as 137%.

The tally of yosys warning messages came out at 0. Summing all multiplexer cells gives an area fraction of 0%. The total wire length is 588 µm. Looking at the VDD voltage map, the peak drop is 0.0742 mV. The adder-cell share of the synthesized area is 62.2%. The horizontal die dimension came out at 80 µm. The global-route usage over all layers came out at 1.90%. The Yosys chip area came out at 149 µm². The first global-routing pass estimated 903 µm of wire.

The most frequent cell on the critical path is fa_2. 16 I/O pins were placed. The iteration count of the initial detailed-routing pass is 1. The share of total power dissipated in sequential elements is 0%. The routability-driven placement congestion ratio came out at 0.715.

Prior to clock tree synthesis, the placed netlist has a worst setup slack of -1130 ps. The number of antenna violations at the first check in global routing came out at 0. The critical path is of the in2out type.

The report lists the power per cell area as 178 nW/µm². The final report gives the core utilization as 10.3%. The number of global-route vias before repair came to 169. The sequential share of the synthesized area came out at 0%.

The number of inserted diodes is 0. The final reports fail on setup timing. The number of cells produced by synthesis came out at 15. The maximum clock frequency is 329 MHz.

The count of standard-cell rows came out at 21. Per the STA report, the cell with the highest stage delay on the worst path is fa_2. Of the combinational cells, the family taking the most area is adder cells. Summed over all cells, the static leakage comes to 0.141 nW. The residual DRC count is 0.

The count of buffers added on input and output ports is 16. The relative max-transition margin came out at 92.6%. STA classifies the critical path startpoint as an input port.

For this run, the final setup violation count is recorded as 2. Setup repair after global routing could not meet its margin everywhere. The number of non-filler instances in the completed layout came out at 72. The clock tree buffer count of the final layout came out at 0. The data arrival time of the worst path is 2500 ps. The number of pins with negative max-slew slack in the final report came out at 0. The run finished, with violations left.

In this run the vertical extent of the chip is 80 µm. For this run, the detailed router reports a per-instance via density of 1.76. The net switching power figure came out at 0.0000197 W.

The final worst setup slack is -340 ps. The pre-placement core utilization is 4.36%. The cell area after layout is 353 µm².

The storage element area came out at 0 µm². Per report_power, the combinational group accounts for 100.0% of the total. Entering global routing, the biggest net connects 2 pins. The measured slew at the worst slew-check pin is 111 ps. The cell-mix breakdown from Yosys lists the XOR/XNOR area share as 0%. The maximum fanout along the worst path is 1.

In this run the cell area of the synthesized design comes to 149 µm². The ratio of cells with drive above 1 in the final layout came out at 46.2%. The violation count after the first detailed-routing iteration came out at 0. The synth_stat.txt file lists the number of cells as 15. Per the post-synthesis stats, the area per cell is 9.93 µm².

The layout sequential cell count came out at 0. The number of endpoints with negative hold slack in the final report came out at 0. The chip area is 6400 µm². The half-perimeter wire length of the detailed placement result is 576 µm. The total congestion overflow after global routing is 0. Per the synthesis report, the simple-gate share of the synthesized area is 0%. The fraction of the mapped netlist area in compound gates came out at 0%.

The post-cts hold buffer count is 0. The total area inside the core boundary comes to 3420 µm². The part of the cycle the worst path needs came out at 113%.

Per the breakdown, switching nets consume 31.4% of all power. For this run, the slowest stage of the critical path takes 430 ps. The power share of the clock group came out at 0%. The internal power of the cells totals 0.0000432 W. In this run the critical path is formed by buf_6 > ha_4 > fa_2 > fa_2 > fa_2 > inv_2 > fa_2 > inv_2 > buf_6.

The kind of end point of the critical path is a primary output. The area of the multi-input gates is 115 µm². The fill cell instance count of the final layout came out at 407. The post-route minimum period is 3040 ps. According to the timing report, the data required time at the worst endpoint equals 2160 ps. The routed length per instance is 8.17 µm. The number of instances in the placed design came out at 72.
[cell type report]
| class | count | share of cell area, % |
|---|---|---|
| Multi-Input combinational cell | 5 | 32.6 |
| Tap cell | 46 | 16.3 |
| Inverter | 5 | 5.32 |
| Timing Repair Buffer | 16 | 45.7 |
[stage by stage]
step,power [W],hold slack [ps],TNS (ps)
6_report,0.0000629,1740,-408
5_1_grt,0.0000726,1800,-531
4_1_cts,0.0000618,1770,-559
3_5_place_dp,0.0000618,2150,-2900
3_3_place_gp,0.0000608,2150,-2840
2_1_floorplan,0.0000265,1250,-186
[cells in the final DEF (no fill, tap or decap)]
| cell | netlist | routed |
|---|---|---|
| clkdlybuf4s50_1 | 0 | 8 |
| fa_2 | 0 | 4 |
| buf_6 | 0 | 4 |
| inv_1 | 5 | 3 |
| inv_2 | 0 | 2 |
| ha_4 | 0 | 1 |
| clkdlybuf4s15_1 | 0 | 1 |
| dlygate4sd2_1 | 0 | 1 |
| buf_2 | 0 | 1 |
| dlymetal6s2s_1 | 0 | 1 |
[cell families (layout without fill, tap and decap cells)]
| group | count (synthesis) | after routing |
|---|---|---|
| fa+ha+maj | 5 | 5 |
| buf+inv | 10 | 21 |
[synthesized netlist by cell type (all sizes together)]
master | n | area share [%]
inv | 5 | 13
ha | 1 | 8.4
buf | 5 | 25
fa | 4 | 54
[critical path, delay by kind of cell]
kind / cells / cell delay [ps]
adders and majority gates: 5 / 1660
buffers and inverters: 4 / 300
[power by group through the flow]
stage	clock network, W	logic (W)	registers, W
finish	0	0.0000629	0
global route	0	0.0000726	0
CTS	0	0.0000618	0
[path summary, 6_finish.rpt]
check	endpoint	slack (ps)	from	cells after the start
worst max-delay path	s[4]	-340	num1[0]	9
worst min-delay path	s[2]	1740	num2[0]	5
[layer usage]
layer  up-vias  wire [µm]  GRT usage (%)
met1        54        298           2.61
li1         58          -              -
met4         0          0              0
met2        15        124           2.09
met5         -          0              0
met3         0        165           1.93
[what timing repair did]
item,CTS,global route
pin swaps,5,5
endpoints found under the hold margin,0,0
resized,29,3
endpoints found under the setup margin,4,4
setup buffers,0,0
Power is estimated from default activity; no workload was simulated.
